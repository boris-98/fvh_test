<file path="./config.mk">
export PLATFORM = sky130hd
export DESIGN_NAME = Hanoi
export DESIGN_NICKNAME = Hanoi
export VERILOG_FILES = /design/flow/design.v
export SDC_FILE = /design/flow/constraint.sdc
export NUM_CORES = 4
export LEC_CHECK = 1
export CORE_AREA = 10 10 102 102
export DIE_AREA = 0 0 112 112
export SYNTH_HDL_FRONTEND = slang
</file>
<file path="./constraint.sdc">
current_design Hanoi

set clk_period 4.0
set clk_io_pct 0.2

create_clock -name clk0 -period $clk_period [get_ports {clk}]

set non_clock_inputs [all_inputs -no_clocks]
set_input_delay [expr $clk_period * $clk_io_pct] -clock clk0 $non_clock_inputs
set_output_delay [expr $clk_period * $clk_io_pct] -clock clk0 [all_outputs]
</file>
<file path="./design.v">
`timescale 1ns / 1ps
module Hanoi
    #(
        parameter S = 3
    )
    (
        input clk,
        input rst,
        input [1 : 0] fr,
        input [1 : 0] to,
        output logic [$clog2(S) : 0] sp_o [3],
        output logic [S * $clog2(S) - 1 : 0] stick_o [3]
    );
logic [S * $clog2(S) - 1 : 0] stick [3];  
logic [$clog2(S) : 0] stack_pointer [3];  
logic [S * $clog2(S) - 1 : 0] dest_read, src_read, dest_write, src_write;
logic [$clog2(S) : 0] dest_sp_read, src_sp_read, dest_sp_write, src_sp_write;
logic [$clog2(S) - 1 : 0] data;
logic [$clog2(S) - 1 : 0] split_src [S];
logic [S - 1 : 0] change_vec;
genvar j;
always_ff@(posedge clk) begin
    if(rst) begin
        for(int i = 0; i < S; i++) begin
            stick[0][((i + 1) * $clog2(S) - 1)-: $clog2(S)] <= S - i;
        end
        stick[1] <= 0;
        stick[2] <= 0;
        stack_pointer[0] <= S;
        stack_pointer[1] <= 0;
        stack_pointer[2] <= 0;
    end
    else begin
        stick[to] <= dest_write;
        stack_pointer[to] <= dest_sp_write;
        stack_pointer[fr] <= src_sp_write; 
    end    
end
assign dest_read = stick[to];
assign src_read = stick[fr];
assign dest_sp_read = stack_pointer[to];
assign src_sp_read = stack_pointer[fr];
always_comb begin
    for(int i = 0; i < S; i++) begin
        split_src[i] = src_read[((i + 1) * $clog2(S) - 1)-: $clog2(S)];
    end
    data = split_src[src_sp_read - 1];
    change_vec = 1 << dest_sp_read;  
    dest_sp_write = dest_sp_read + 1;
    src_sp_write = src_sp_read - 1;
end
generate
    for(j = 0; j < S; j++) begin
        assign dest_write[(j + 1) * $clog2(S) - 1 : j * $clog2(S)] = change_vec[j] ? data : dest_read[(j + 1) * $clog2(S) - 1: j * $clog2(S)];
    end
endgenerate;
assign sp_o = stack_pointer;
assign stick_o = stick;
endmodule
</file>
<file path="./run.sh">
#!/bin/bash
# OpenROAD 26Q1-2900-gdf79404cd8, Yosys 0.63+post, stock flow scripts
make -C /OpenROAD-flow-scripts/flow DESIGN_CONFIG=/design/flow/config.mk WORK_HOME=/design/flow/orfs finish
</file>
==> Slide: Implementation Results <==
Physical Implementation Snapshot

Run status
  – Outcome: completed

Critical path
  – Kind of cell adding the most delay to the critical path: buffers and inverters
  – Max incr delay on CP: 600 ps
  – Critical Path RT: 4150 ps
  – Crit path launch: fr[0]
  – Setup Crit Path Kind: in -> reg
  – CP Max Fanout: 12
  – Worst path slowest cell: clkdlybuf4s50_1
  – Type of origin of the critical path: input pin
  – CP Capture Type: flip-flop
  – Worst Path Buf+Inv: 2
  – RR Startpoint: sp_o[3]
  – Worst path cell trace: clkdlybuf4s50_1, nor2b_1, buf_4, a21oi_1, ha_1, o221ai_1, mux2i_2, o31ai_1
  – Arrival @ worst endpoint: 3520 ps

Die
  – Ports: 33
  – Fp_density: 19.6%
  – Die H: 112 um
  – Die ar.: 0.0125 mm2
  – Die width: 112 um
  – Core area: 0.00822 mm2
  – FP Rows: 33

Synthesis
  – Synth top area cells: dfxtp_1 34%, nand3b_1 7.0%, mux2i_1 6.2%, nand2_1 5.1%, ha_1 3.9%
  – FFs w/ async S/R, synth: 0%
  – Top FF cell, synth: dfxtp_1
  – Synth flops: 27
  – Yosys chip area: 0.00161 mm2
  – Area leader, netlist: dfxtp_1
  – Count of different cell masters after synthesis: 37
  – Top area contributor share: 33.6%
  – Sequential cell area fraction in the yosys report: 33.6%
  – Synthesized cell area: 0.00161 mm2
  – Synth Instances: 184
  – Yosys Warn Count: 0
  – Ys cells: 184
  – Syn_area_per_cell: 8.73 um2
  – Post-synth EDFFs: 0

Route
  – Starting DRT DRC Count: 229
  – DRC Markers: 0
  – Vias per inst: 4.57
  – Wire per inst: 15.0 um
  – DR pass1 iterations: 4
  – Antenna-violating nets left: 0
  – Via count: 1462
  – Diode count: 0
  – Final wirelength: 4810 um

Place
  – Port Buffers: 32
  – DP Worst Slack: 376 ps
  – Placed Cells incl. Taps: 316
  – GP Congestion: 0.919
  – Dpl hpwl: 3660 um
  – Area after DPL: 0.00205 mm2

Pwr
  – Power Density: 312 mW/mm2
  – Max IR drop VDD: 0.119 mV
  – Total power: 656 uW
  – Leakage: 0.727 nW

Min path
  – Hold_sp: stick_o[8]
  – HP Class: reg -> reg

Clock tree
  – Clock sink count: 27
  – Cts bufs inserted: 3
  – CTS tree: built
  – Clock-pin slew on the worst setup and hold paths: 110 ps
  – Cts hold-fix bufs: 0
  – Late-Pin Clk Latency: 280 ps
  – Root Buffer: clkbuf_8
  – Post-CTS sizing: 0
  – Setup Fix Bufs, Post-CTS: 0
  – Htree depth: 1
  – Maximum root-to-sink buffer count: 2

Cells and area
  – Layout cell share with drive strength beyond 1: 7.44%
  – Post-Layout Cell Count: 320
  – Final Instance Area: 0.00210 mm2
  – Area delta synth->final: 30.6%

Final timing
  – Tcrit/Tclk final: 84.2%
  – Clock skew: 5.97 ps
  – Finish-stage setup viols: 0
  – Final Max-Slew Violation Tally: 0
  – Unrepaired setup endpoints after global routing: no
  – Slew at the pin with the worst max-slew slack: 634 ps
  – Slew HR: 56.9%
  – Fmax achieved: 0.297 GHz
  – Final setup TNS: 0 ps
  – Final hold vios: 0
  – Minimum clock period: 3370 ps
  – PnR worst setup slack: 632 ps

Global routing
  – Largest net degree at the start of global routing: 26
  – Tot GR Track Use: 7.43%
  – First-pass GRT wire length: 7850 um
  – Grt total ovfl: 0
  – Initial antenna violation count: 0
  – Vias in the first global route: 1449

Job
  – Total of max-cap violations: 0
  – Tool warnings: 28
==> report_power, final <==
group          internal, mW  leakage, nW  switching [mW]
registers             0.283        0.220          0.0173
logic                0.0851        0.481           0.101
clock network        0.0733       0.0261          0.0958
==> cell families (layout without fill, tap and decap cells) <==
group	Yosys count	count (layout)	synth area share [%]
mux	14	14	9.35
flops	27	27	33.6
simple gates	72	72	25.5
xor+xnor	3	3	1.64
compound gates	47	47	21.7
buf+inv	16	47	4.36
fa+ha+maj	5	5	3.89
==> cells in the mapped netlist, types with 3 or more instances <==
cell type and number:
a21o_1 3, inv_1 6, or4bb_1 3, o31ai_1 4, a21oi_1 9, nand2b_1 3
nor2b_1 6, nor2_1 14, nand2_1 22, nand3b_1 15, o21ai_1 5, ha_1 5
mux2i_1 10, a211oi_1 4, clkbuf_1 7, nand3_1 3, dfxtp_1 27, o22ai_1 3
o21ai_0 8, nand4bb_1 3
==> worst reg2reg max path, stage by stage (launching register included) <==
cell	delay [ps]
dfxtp_1	420
mux2i_1	140
o2bb2ai_4	230
inv_1	70
ha_1	530
o221ai_1	210
mux2i_2	550
o31ai_1	190
==> per-stage QoR <==
| step | utilization, % | hold slack (ps) |
|---|---|---|
| after floorplan | - | 431 |
| after global placement | 24.9 | 496 |
| after detailed placement | 24.9 | 500 |
| after CTS | 25.5 | 518 |
| after global routing | 25.5 | 541 |
| final | 25.5 | 511 |
==> routing by layer <==
layer  track usage (%)  vias up  part of all wire, %
li1                  -      737                    -
met1              10.3      673                   47
met4             0.677        0                 0.44
met3              2.23        2                  7.8
met5                 0        -                    0
met2              11.6       50                   45
==> path summary, 6_finish.rpt <==
check | endpoint | slack [ps] | depth (start not counted)
min reg2reg | stick_o[8] | 510 | 2
min | stick_o[8] | 510 | 2
max | stick_o[16] | 630 | 8
max reg2reg | stick_o[16] | 1540 | 7
==> cells in the final DEF (no fill, tap or decap), types with 2 or more instances in the layout <==
cell type / instances
a21oi_1: 9
nand2b_1: 3
o21a_1: 2
buf_4: 5
o21ai_0: 8
a221o_1: 2
inv_1: 6
o22ai_1: 3
nand3_1: 3
dfxtp_1: 27
mux2i_1: 10
o31ai_1: 4
nor2b_1: 6
nor2_1: 14
nand2_1: 22
clkdlybuf4s50_1: 32
or4bb_1: 3
o21ai_1: 5
xor2_1: 2
clkbuf_8: 3
o41ai_2: 2
a21o_1: 3
o221ai_1: 2
ha_1: 5
mux2i_2: 2
nand4bb_1: 3
a211oi_1: 4
nand3b_1: 15
==> flip-flops by register name, indices dropped and copies added, names as in the netlist <==
register	flops
stick_o	18
sp_o	9
==> layout make-up <==
class | count | area [um2]
Sequential cell | 27 | 541
Inverter | 6 | 22.5
Clock buffer | 3 | 41.3
Timing Repair Buffer | 37 | 358
Fill cell | 862 | 6120
Multi-Input combinational cell | 141 | 996
Clock inverter | 1 | 8.76
Tap cell | 105 | 131
Power is estimated from default activity; no workload was simulated.
